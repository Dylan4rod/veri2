===== /design/flow/config.mk =====
export PLATFORM = sky130hd
export DESIGN_NAME = fifo_flops
export DESIGN_NICKNAME = fifo_flops
export VERILOG_FILES = /design/flow/design.v
export SDC_FILE = /design/flow/constraint.sdc
export NUM_CORES = 4
export LEC_CHECK = 1
export CORE_UTILIZATION = 30

===== /design/flow/constraint.sdc =====
current_design fifo_flops

set clk_period 4.8
set clk_io_pct 0.2

create_clock -name clk0 -period $clk_period [get_ports {clk}]
create_clock -name clk1 -period $clk_period [get_ports {push}]

set non_clock_inputs [all_inputs -no_clocks]
set_input_delay [expr $clk_period * $clk_io_pct] -clock clk0 $non_clock_inputs
set_output_delay [expr $clk_period * $clk_io_pct] -clock clk0 [all_outputs]

===== /design/flow/design.v =====
interface fifo_if#(parameter width =16) (
    input clk
);
logic rst;
logic pndng;
logic full;
logic pull;
logic push;
logic pop;
logic [width-1:0] dato_in;
logic [width-1:0] dato_out;
endinterface
module dff_async_rst (
  input data,
  input clk,
  input reset,
  output reg q);
  always @(posedge clk or posedge reset) 
    if (reset) begin
      q <= 1'b0;
    end  else begin
      q <= data;
    end
endmodule
module dltch_async_rst (
  input data,
  input clk,
  input reset,
  output reg q);
  always @ (clk or reset or data)    
    if (reset) begin
      q <= 1'b0;
    end  else if (clk) begin
      q <= data;
    end
endmodule
module dltch (
  input data,
  input clk,
  output reg q);
  always @ (clk or data)    
    if (clk) begin
      q <= data;
    end
endmodule
module prll_d_reg #(parameter bits = 32)(
  input clk,
  input reset,
  input [bits-1:0] D_in,
  output [bits-1:0] D_out
);
  genvar i;
  generate
    for(i = 0; i < bits; i=i+1) begin:bit_
      dff_async_rst prll_regstr_(.data(D_in[i]),.clk(clk),.reset(reset),.q(D_out[i]));
    end
  endgenerate
endmodule
module prll_d_ltch_no_rst #(parameter bits = 32)(
  input clk,
  input [bits-1:0] D_in,
  output [bits-1:0] D_out
);
  genvar i;
  generate
    for(i = 0; i < bits; i=i+1) begin:bit_
      dltch prll_regstr_(.data(D_in[i]),.clk(clk),.q(D_out[i]));
    end
  endgenerate
endmodule
module prll_d_ltch #(parameter bits = 32)(
  input clk,
  input reset,
  input [bits-1:0] D_in,
  output [bits-1:0] D_out
);
  genvar i;
  generate
    for(i = 0; i < bits; i=i+1) begin:bit_
      dltch_async_rst prll_regstr_(.data(D_in[i]),.clk(clk),.reset(reset),.q(D_out[i]));
    end
  endgenerate
endmodule
module fifo_flops #(parameter depth = 16,parameter bits = 32)(
  input [bits-1:0] Din,
  output reg [bits-1:0] Dout,
  input push,
  input pop,
  input clk,
  output reg full,
  output reg pndng,
  input rst
);
  wire [bits-1:0] q[depth-1:0];
  reg [$clog2(depth):0] count;
  reg [bits-1:0] aux_mux [depth-1:0];
  reg [bits-1:0] aux_mux_or [depth-2:0];
  genvar i;
  generate
    for(i=0;i<depth;i=i+1)begin:_dp_
       if(i==0)begin: _dp2_
         prll_d_reg #(bits) D_reg(.clk(push),.reset(rst),.D_in(Din),.D_out(q[i]));
         always@(*)begin
           aux_mux[i]=(count==i+1)?q[i]:{bits{1'b0}};
         end    
       end else begin: _dp3_
         prll_d_reg #(bits) D_reg(.clk(push),.reset(rst),.D_in(q[i-1]),.D_out(q[i]));
         always@(*)begin
           aux_mux[i]=(count==i+1)?q[i]:{bits{1'b0}};
         end    
       end
    end
  endgenerate
  generate
  for(i=0;i<depth-2;i=i+1)begin:_nu_
    always@(*)begin
      aux_mux_or[i]=aux_mux[i] | aux_mux_or[i+1];
    end
  end
  endgenerate
  always@(*)begin
    aux_mux_or[depth-2] = aux_mux [depth-1]|aux_mux[depth-2];
    Dout=aux_mux_or[0];  
  end
  always@(posedge clk)begin
  if(rst) begin
    count <= 0;
  end else begin
    case({push,pop})
      2'b00: count <= count;
      2'b01: begin
        if(count == 0) begin
          count <= 0;
        end else begin
          count <=count - 1;
        end
      end
      2'b10:begin
         if(count == depth)begin
           count <= count;
         end else begin
           count <= count+1;
        end
      end
      2'b11: count <= count;
    endcase
  end
  pndng <= (count==0)?{1'b0}:{1'b1};
  full <=(count == depth)?{1'b1}:{1'b0};
end
endmodule

===== /design/flow/run.sh =====
#!/bin/bash
# OpenROAD 26Q1-2900-gdf79404cd8, Yosys 0.63+post, stock flow scripts
make -C /OpenROAD-flow-scripts/flow DESIGN_CONFIG=/design/flow/config.mk WORK_HOME=/design/flow/orfs finish

==> out/qor.csv <==
metric,value,unit
min_path_type,flip-flop to flip-flop,
edf_count,0,
max_stage_delay,220,ps
p_comb_share,19.3,%
report.final.slew_viol_count,0,
wire_per_inst,23.36,um
die_y,242.1,um
worstMarginPinSlew,1089,ps
timing.hold.ws,358.0,ps
wl,47.32,mm
p_clk_share,42.3,%
grt_pass1_wl,72.29,mm
fillerInstances,5056,
async_reset_ff_share,98.65,%
ys_warn_count,6,
io_pins,70,
crit_chain,"clkbuf_16, clkbuf_16, clkbuf_16, clkbuf_16, clkbuf_16, clkbuf_16, clkbuf_16, clkbuf_16, ha_4, clkbuf_16, clkbuf_16, clkbuf_16, a21o_1, clkbuf_16, clkbuf_16, a211oi_1, a211oi_1",
postSynthCellCount,1088,
maxCapViolations,0,
via_per_inst,5.110,
required,4900,ps
swShare,28.48,%
setup_viol,0,
p_per_area,586.4,nW/um^2
postSynthSeqShare,74.92,%
final_cells,2026,
synth_flop_count,519,
rsz0062_at_grt,no,
timing.rr.start,count[1],
hold_viol,0,
route.detailed.drc,0,
vias,10350,
ys.flop_type,dfrtp_1,
startpoint_type,clock port,
die_x,242.1,um
slew_headroom,27.21,%
avgSynthCellArea,15.89,um^2
clock_skew,20.52,ps
cellInternalPower,9.097,mW
p_leak,9.028,nW
power_switching,3.622,mW
syn-cell-area,17290,um^2
crit_top_cell,clkbuf_16,
drive_gt1_share,17.49,%
initial_core_util,30.49,%
crit_path_max_fanout,4,
slowest_stage,a211oi_1,
status,"complete, no violations",
warning_count,60,
drtAntennaViolNets,0,
crit_type,clock port to flip-flop,
ys_cells,1088,
min_from,_dp_[2]._dp3_.D_reg.bit_[31].prll_regstr_.q,
grt_max_degree,144,
placedCellCount,1895,
syn_to_final_growth,25.45,%
std_cell_rows,87,
yosys_area,17290,um^2
clk_pin_slew,60,ps
grt_pass1_vias,11710,
arrival,4830,ps
post_cts_buffers,0,
dp_hpwl,29.20,mm
port_buffers,68,
drtIter0Drc,867,
grt.total_usage,17.32,%
core,56710,um^2
cts_tree,built,
antenna_found_initial,0,
endpoint_kind,flip-flop,
overflow,0,
gp_congestion,0.8698,
drt_first_pass_iters,5,
critPathLaunch,push,
seq_power_share,38.4,%
synth_cell_types,64,
ir_drop,0.0003020,V
chipArea,58600,um^2
-- what timing repair did --
action                                  4_1_cts  5_1_grt
hold buffers                                  0        0
gates resized                                12        3
pin swaps                                     2        3
endpoints found under the setup margin        3        2
-- power by group through the flow --
stage	sequential [mW]	clock, mW	combinational (mW)
after CTS	4.88	5.51	2.48
after global routing	4.91	5.70	2.64
final	4.88	5.38	2.46
-- stage by stage --
stage	total power [mW]	setup TNS (ps)	utilization (%)	area (um^2)	worst slack, ps
global route	13.26	0	38.24	21690	9.768
global placement	7.525	0	33.68	19100	794.7
finish	12.72	0	38.24	21690	66.15
CTS	12.86	0	38.29	21710	4.130
detailed placement	7.520	0	33.68	19100	707.1
floorplan	6.207	-1603240	-	17290	-4903
-- critical path, delay by kind of cell --
family	cells	cell delay [ps]
AND-OR/OR-AND	3	490
adder cells (fa/ha/maj)	1	170
buffers and inverters	13	1750
-- final timing paths --
check / to / slack (ps) / depth (start not counted)
setup / recovery: count[1] / 70 / 17
hold / removal: _dp_[3]._dp3_.D_reg.bit_[31].prll_regstr_.q / 360 / 0
setup reg to reg: count[3] / 1910 / 9
hold reg to reg: _dp_[3]._dp3_.D_reg.bit_[31].prll_regstr_.q / 360 / 0
max in group asynchronous: _dp_[7]._dp3_.D_reg.bit_[4].prll_regstr_.q / 2340 / 4
max in group clk1: _dp_[0]._dp2_.D_reg.bit_[31].prll_regstr_.q / 3970 / 1
min in group clk0: count[0] / 630 / 2
min in group asynchronous: _dp_[6]._dp3_.D_reg.bit_[5].prll_regstr_.q / 1010 / 2
-- placed cells by master (no fill, tap or decap), types with 16 or more instances in the layout --
cell type,instances
o22ai_1,21
buf_4,44
a22o_1,36
nand3b_1,17
nand3_1,22
clkdlybuf4s50_1,68
clkinv_2,16
a221oi_1,31
nand2_1,31
mux2i_1,66
clkbuf_16,82
a22oi_1,57
dfrtp_1,512
-- routing by layer --
metal | vias up | share of wire, % | GRT usage, %
met3 | 117 | 13 | 11.48
met4 | 2 | 3.0 | 5.175
met5 | - | 0.20 | 1.471
met2 | 601 | 43 | 23.54
li1 | 4356 | - | -
met1 | 5276 | 40 | 22.74
-- flip-flops by register name, indices dropped and copies added (netlist names) --
register and cells:
count 5, full 1, _dp_._dp3_.D_reg.bit_.prll_regstr_.q 480, _dp_._dp2_.D_reg.bit_.prll_regstr_.q 32, pndng 1
-- cells by family (layout without fill, tap and decap cells) --
kind of cell               Yosys count  after routing  share of synthesized area, %
and+or+nand+nor                    151            151                         5.536
adders and majority gates            7              7                        0.5066
DFF                                519            519                         74.92
muxes                               87             87                         5.645
AOI/OAI and AO/OA                  245            245                         11.09
other                                0              1                             0
buffers and inverters               79            260                         2.309
-- synth_stat cells (5+ instances only) --
cell / number / share of area (%)
dfrtp_1: 512 / 74
mux2i_1: 66 / 3.8
a22oi_1: 57 / 2.5
a22o_1: 36 / 1.8
a221oi_1: 31 / 1.6
nand2_1: 31 / 0.67
clkbuf_1: 27 / 0.59
buf_2: 24 / 0.69
nand3_1: 22 / 0.64
o22ai_1: 21 / 0.76
a21oi_1: 17 / 0.49
nand3b_1: 17 / 0.74
mux2_2: 14 / 0.91
nor2_1: 14 / 0.30
inv_1: 12 / 0.26
nand4_1: 12 / 0.43
o21ai_0: 12 / 0.35
a2bb2oi_1: 11 / 0.56
buf_4: 11 / 0.48
nor2b_1: 11 / 0.40
o2bb2ai_1: 11 / 0.56
a222oi_1: 7 / 0.41
dfxtp_1: 7 / 0.81
ha_1: 7 / 0.51
mux4_2: 7 / 0.91
a211oi_1: 6 / 0.26
and4b_1: 6 / 0.35
or3b_2: 6 / 0.30
a32oi_1: 5 / 0.25
-- area by class of cell --
type / instances / area [um^2] / area share (%)
flip-flops and latches: 519 / 12960 / 59.76
multi-input cells: 490 / 4080 / 18.81
repair buffers: 118 / 1131 / 5.215
well taps: 756 / 945.9 / 4.361
diodes: 1 / 2.502 / 0.01154
clock inverters: 26 / 262.8 / 1.211
inverters: 11 / 45.04 / 0.2077
clock buffers: 105 / 2260 / 10.42
No activity file was given, so power comes from the tool's default toggle rates.
